--- ./run.sh ---
#!/bin/bash
# OpenROAD 26Q1-2900-gdf79404cd8, Yosys 0.63+post, stock flow scripts
make -C /OpenROAD-flow-scripts/flow DESIGN_CONFIG=/design/flow/config.mk WORK_HOME=/design/flow/orfs finish
--- ./config.mk ---
export PLATFORM = sky130hd
export DESIGN_NAME = jtag_tap
export DESIGN_NICKNAME = jtag_tap
export VERILOG_FILES = /design/flow/design.v
export SDC_FILE = /design/flow/constraint.sdc
export NUM_CORES = 4
export LEC_CHECK = 1
export CORE_AREA = 10 10 109 109
export DIE_AREA = 0 0 119 119
--- ./constraint.sdc ---
current_design jtag_tap

set clk_period 1.5
set clk_io_pct 0.2

create_clock -name clk0 -period $clk_period [get_ports {TCK}]

set non_clock_inputs [all_inputs -no_clocks]
set_input_delay [expr $clk_period * $clk_io_pct] -clock clk0 $non_clock_inputs
set_output_delay [expr $clk_period * $clk_io_pct] -clock clk0 [all_outputs]
--- ./design.v ---
module jtag_tap #(
    parameter NUM_INPUTS = 1,
    parameter NUM_OUTPUTS = 1,
    parameter DEVICE_ID = {4'hF, 16'hED, 11'b00001001001, 1'b1}   
) (
    input TCK, TMS, TRSTn, TDI,
    output TDO,
    input [NUM_INPUTS-1:0] inputs,
    output [NUM_INPUTS-1:0] to_core,
    output [NUM_OUTPUTS-1:0] outputs,
    input [NUM_OUTPUTS-1:0] from_core
);
    localparam SAMPLE_PRELOAD   = 4'b0101;
    localparam IDCODE           = 4'b1001;
    localparam INTEST           = 4'b0100;
    localparam EXTEST           = 4'b0110;
    reg [3:0] IR_shiftreg, IR_outreg;
    reg [NUM_INPUTS+NUM_OUTPUTS-1:0] BS_shiftreg, BS_outreg;
    reg [31:0] ID_shiftreg;
    reg bypassreg, tdo_pre;
    wire ClockIR, ShiftIR, UpdateIR, ClockDR, ShiftDR, UpdateDR, Select, Enable;
    jtag_tap_controller controller(
        .TCK       (TCK),
        .TMS       (TMS),
        .TRSTn     (TRSTn),
        .Resetn    (Resetn),
        .ClockIR   (ClockIR),
        .ShiftIR   (ShiftIR),
        .UpdateIR  (UpdateIR),
        .ClockDR   (ClockDR),
        .ShiftDR   (ShiftDR),
        .UpdateDR  (UpdateDR),
        .Select    (Select),
        .Enable    (Enable)
    );
    always @(posedge ClockIR) IR_shiftreg <= ShiftIR ? {TDI, IR_shiftreg[3:1]} : 1;   
    always @(posedge UpdateIR) IR_outreg <= Resetn ? IR_shiftreg : IDCODE;  
    always @(posedge ClockDR) BS_shiftreg <= ShiftDR ? {TDI, BS_shiftreg[NUM_INPUTS+NUM_OUTPUTS-1:1]} : {inputs, from_core};
    always @(posedge UpdateDR) BS_outreg <= BS_shiftreg;
    assign to_core = (IR_outreg == INTEST) ? BS_outreg[NUM_INPUTS+NUM_OUTPUTS-1:NUM_OUTPUTS] : inputs;
    assign outputs = ((IR_outreg == INTEST) || (IR_outreg == EXTEST)) ? BS_outreg[NUM_OUTPUTS-1:0] : from_core;
    always @(posedge ClockDR) ID_shiftreg <= ShiftDR ? {TDI, ID_shiftreg[31:1]} : DEVICE_ID;
    always @(posedge ClockDR) bypassreg <= ShiftDR ? TDI : 0;   
    always @(negedge TCK) begin
        if (Select)
            tdo_pre <= IR_shiftreg[0];
        else
            case (IR_outreg)
                SAMPLE_PRELOAD: tdo_pre <= BS_shiftreg[0];
                INTEST: tdo_pre <= BS_shiftreg[0];
                EXTEST: tdo_pre <= BS_shiftreg[0];
                IDCODE: tdo_pre <= ID_shiftreg[0];
                default: tdo_pre <= bypassreg;   
            endcase
    end
    assign TDO = Enable ? tdo_pre : 1'bz;   
endmodule
module jtag_tap_controller (
    input TCK, TMS, TRSTn,
    output reg Resetn,
    output wire ClockIR,
    output reg ShiftIR,
    output wire UpdateIR,
    output wire ClockDR,
    output reg ShiftDR,
    output wire UpdateDR,
    output wire Select,
    output reg Enable
);
    localparam EXIT2_DR         = 4'h0;
    localparam EXIT1_DR         = 4'h1;
    localparam SHIFT_DR         = 4'h2;
    localparam PAUSE_DR         = 4'h3;
    localparam SELECT_IR_SCAN   = 4'h4;
    localparam UPDATE_DR        = 4'h5;
    localparam CAPTURE_DR       = 4'h6;
    localparam SELECT_DR_SCAN   = 4'h7;
    localparam EXIT2_IR         = 4'h8;
    localparam EXIT1_IR         = 4'h9;
    localparam SHIFT_IR         = 4'hA;
    localparam PAUSE_IR         = 4'hB;
    localparam RUN_TEST_IDLE    = 4'hC;
    localparam UPDATE_IR        = 4'hD;
    localparam CAPTURE_IR       = 4'hE;
    localparam TEST_LOGIC_RESET = 4'hF;
    reg [3:0] state;
    always @(posedge TCK)
        if (~TRSTn) state = TEST_LOGIC_RESET;
        else case (state)
            TEST_LOGIC_RESET: state = (TMS) ? TEST_LOGIC_RESET : RUN_TEST_IDLE;
            RUN_TEST_IDLE:    state = (TMS) ? SELECT_DR_SCAN   : RUN_TEST_IDLE;
            SELECT_DR_SCAN:   state = (TMS) ? SELECT_IR_SCAN   : CAPTURE_DR;
            CAPTURE_DR:       state = (TMS) ? EXIT1_DR         : SHIFT_DR;
            SHIFT_DR:         state = (TMS) ? EXIT1_DR         : SHIFT_DR;
            EXIT1_DR:         state = (TMS) ? UPDATE_DR        : PAUSE_DR;
            PAUSE_DR:         state = (TMS) ? EXIT2_DR         : PAUSE_DR;
            EXIT2_DR:         state = (TMS) ? UPDATE_DR        : SHIFT_DR;
            UPDATE_DR:        state = (TMS) ? SELECT_DR_SCAN   : RUN_TEST_IDLE;
            SELECT_IR_SCAN:   state = (TMS) ? TEST_LOGIC_RESET : CAPTURE_IR;
            CAPTURE_IR:       state = (TMS) ? EXIT1_IR         : SHIFT_IR;
            SHIFT_IR:         state = (TMS) ? EXIT1_IR         : SHIFT_IR;
            EXIT1_IR:         state = (TMS) ? UPDATE_IR        : PAUSE_IR;
            PAUSE_IR:         state = (TMS) ? EXIT2_IR         : PAUSE_IR;
            EXIT2_IR:         state = (TMS) ? UPDATE_IR        : SHIFT_IR;
            UPDATE_IR:        state = (TMS) ? SELECT_DR_SCAN   : RUN_TEST_IDLE;
            default:          state = TEST_LOGIC_RESET;
        endcase
    assign ClockIR = TCK | ~((state == CAPTURE_IR) | (state == SHIFT_IR));
    assign ClockDR = TCK | ~((state == CAPTURE_DR) | (state == SHIFT_DR));
    assign UpdateIR = ~TCK & ((state == UPDATE_IR) | (state == TEST_LOGIC_RESET));   
    assign UpdateDR = ~TCK & (state == UPDATE_DR);
    assign Select = (state & 8) ? 1 : 0;
    always @(negedge TCK) begin
        if (~TRSTn) begin
            ShiftIR <= 0;
            ShiftDR <= 0;
            Resetn  <= 0;
            Enable  <= 0;
        end else begin
            ShiftIR <= (state == SHIFT_IR);
            ShiftDR <= (state == SHIFT_DR);
            Resetn <= ~(state == TEST_LOGIC_RESET);
            Enable <= (state == SHIFT_IR) | (state == SHIFT_DR);
        end
    end
endmodule
==> highlights.md <==
Timing
• true — unrepaired setup endpoints after global routing
• 0 — total count of max-transition violations in the final report
• 0.669 — worst-case headroom to the max-slew limit
• 0 — hold violation total from the final report
• 0.490 ns — slew of the pin with the lowest slew margin
• 8 — Final setup viols
• 0.437 ns — post-route clock skew
• -1.55 ns — minimum setup slack in the final design

Layout
• 48.9% — area added between synthesis and finish
• 2440 sq um — final std cell area, no fill
• 0.365 — share of post-route cells with drive strength above 1
• sky130_fd_sc_hd__dfxtp_1 (44), sky130_fd_sc_hd__and2_1 (25), sky130_fd_sc_hd__buf_4 (20), sky130_fd_sc_hd__nand2b_1 (18), sky130_fd_sc_hd__clkbuf_8 (17) — most common logic cells in the final layout
• 1001 — Filler cells
• sky130_fd_sc_hd__dfxtp_1 — most common cell after layout, fill and taps aside

Route
• 0 — number of antenna-violating nets in the routed design
• 4 — total iterations of the first detailed-routing run
• 3030 um — drt total wl
• 9.10 um — wire per inst
• 65 — number of DRC violations after detailed-routing iteration 0
• 3.35 — via-per-instance ratio
• 0 — antenna cell count
• 1116 — via count
• 0 — # DRC

Logic synthesis
• 145 — cell count listed in synth_stat.txt
• 0.245 — area fraction in and, or, nand and nor cells
• 0.0275 — Synth mux share
• sky130_fd_sc_hd__dfxtp_1 — main flop type
• 0 — flip-flops with a built-in enable
• 1640 sq um — cell area after synthesis
• 11.3 sq um — syn avg cell area
• 53 — flops & latches, synth
• 0 — Async SR Flop Fraction
• 0 — XOR/XNOR share of the synthesized area
• 0.647 — register area share after synthesis
• 145 — Gate Count Post-Synth
• 29 — number of library cell types mapped by synthesis
• 0.0587 — compound-gate portion of the synthesized area
• 1640 sq um — chip area line of the yosys report
• 4 — count of synthesis-stage warnings from yosys
• 0 — Post-Synth Adder-Cell Area
• simple AND/OR/NAND/NOR gates — largest combinational cell category by area

Status
• negative setup slack — violations in the final reports
• complete, but fails checks — status

Worst hold path
• IR_outreg[0] — destination of the worst hold path
• 1 — hold depth
• controller.Resetn — hold path startpoint
• reg2reg — type of the worst min-delay path

Global route
• 4900 um — wire length of the first global-routing pass
• 0.0421 — global routing usage summed across all routing layers
• 25 — pin count of the biggest net entering global routing
• 0 — initial antenna violation count
• 1120 — via count of the first global-routing pass
• 0 — overall overflow remaining after global route

Clock network
• 0 — number of buffers added to fix hold violations after cts
• 0.25 ns — register clock-pin slew on the reported worst setup and hold paths
• 1.05 ns — clock latency on the worst-skew pair
• built — TritonCTS clock tree

Floorplanning
• 119 um — vertical extent of the die
• 36 — row count
• 0.170 — fraction of the core area occupied by cells at floorplan
• 119 um — width of the chip
• 9640 sq um — Core Footprint
• 9 — num ports
• 14200 sq um — die area

Setup path
• ID_shiftreg[0] — worst flop-to-flop path startpoint
• tdo_pre — R2R Path End
• 2 — total buffers and inverters traversed by the critical path
• 2.75 ns — data arrival time of the critical path
• 0.38 ns — slowest cell delay on critical path
• 1.20 ns — required time of the critical path
• 3 — worst reg2reg path depth
• output port — Setup crit end kind
• -0.23 ns — setup slack, reg-to-reg
• reg2out — critical setup path kind
• register — startpoint type of the worst setup path
• nand2b_4 > buf_12 > nor3_4 > mux2_4 > buf_2 — crit path cell chain
• 2 — top fanout value on the critical path
• flip-flops — crit-path leading delay family
• sky130_fd_sc_hd__dfxtp_2 — cell with the largest stage delay on the worst path

Placement
• 1810 um — total half-perimeter wirelength after legalization and detailed placement
• 8 — IO Port Bufs
• 2060 sq um — cell area after placement
• 0.765 — final weighted congestion in routability-driven placement
• -0.899 ns — pre-CTS setup slack

Power and ir drop
• 0.453 mV — highest ir drop seen on vdd
• 0.00142 W — Total Power Consumption
• 580 nW/um^2 — power density cells
• 1.00 nW — leakage power figure

Flow run
• 29 — number of warning messages in the logs
• 0 — count of max-cap constraint violations

## registers in the layout, summed over array words and instances (netlist names)
| signal | cells |
|---|---|
| tdo_pre | 1 |
| controller.ShiftDR | 1 |
| IR_shiftreg | 4 |
| BS_shiftreg | 2 |
| controller.ShiftIR | 1 |
| ID_shiftreg | 32 |
| controller.state | 4 |
| BS_outreg | 2 |
| controller.Resetn | 1 |
| IR_outreg | 4 |
| bypassreg | 1 |
## worst max-delay path by stage
stage / start / end / slack [ns] / cells past startpoint
after global routing: IR_outreg[3] / to_core[0] / -1.65 / 5
after CTS: IR_outreg[3] / to_core[0] / -1.57 / 5
final: IR_outreg[3] / to_core[0] / -1.55 / 5
## power breakdown
group	switching (W)	leakage [nW]	internal, W	total, W
clock	0.000268	0.174	0.000550	0.000817
sequential	0.0000290	0.430	0.000357	0.000386
combinational	0.0000786	0.396	0.000134	0.000212
## kinds of logic (layout without fill, tap and decap cells)
logic type	count (synthesis)	count (layout)
buffers and inverters	8	63
multiplexers	4	4
AND-OR/OR-AND	14	14
flip-flops	53	53
AND/OR/NAND/NOR	66	66
## layout make-up
class / instances / area [sq um] / area share
Clock buffer: 18 / 238 / 0.0973
Clock inverter: 7 / 27.5 / 0.0113
Inverter: 3 / 11.3 / 0.00461
Multi-Input combinational cell: 84 / 609 / 0.249
Sequential cell: 53 / 1080 / 0.444
Tap cell: 133 / 166 / 0.0681
Timing Repair Buffer: 35 / 305 / 0.125
## per-layer routing
metal  vias up  GRT usage  part of all wire
li1        584          -                 -
met1       488     0.0576              0.52
met2        32     0.0470              0.36
met3        12     0.0312             0.091
met4         0     0.0191             0.033
met5         -          0                 0
## cell usage after synthesis (2+ instances only)
library cell               number  area [sq um]
sky130_fd_sc_hd__dfxtp_1       53          1060
sky130_fd_sc_hd__and2_1        25           156
sky130_fd_sc_hd__nand2b_1      20           125
sky130_fd_sc_hd__nand2_1        6          22.5
sky130_fd_sc_hd__nor2_1         5          18.8
sky130_fd_sc_hd__mux2_2         4          45.0
sky130_fd_sc_hd__inv_1          3          11.3
sky130_fd_sc_hd__nor4b_1        3          26.3
sky130_fd_sc_hd__o21ai_1        3          15.0
sky130_fd_sc_hd__a21boi_0       2          15.0
sky130_fd_sc_hd__a21oi_1        2          10.0
sky130_fd_sc_hd__buf_2          2          10.0
## per-stage QoR
| stage | setup TNS [ns] | cells | utilization | hold slack [ns] |
|---|---|---|---|---|
| after global placement | -3.61 | 302 | 0.214 | 0.392 |
| final | -4.03 | 333 | 0.253 | 0.0997 |
| after floorplan | -1.14 | 145 | - | 0.376 |
| after global routing | -4.42 | 333 | 0.253 | 0.0832 |
| after detailed placement | -3.70 | 302 | 0.214 | 0.394 |
| after CTS | -4.07 | 330 | 0.249 | 0.106 |
## timing repair
item                       4_1_cts  5_1_grt
buffers inserted                 4        3
gates resized                   25        6
setup endpoints to repair        9        8
pin swaps                        4        5
No activity file was given, so power comes from the tool's default toggle rates.
